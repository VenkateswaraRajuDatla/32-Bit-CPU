**design/flow/run.sh**
```bash
#!/bin/bash
# OpenROAD 26Q1-2900-gdf79404cd8, Yosys 0.63+post, stock flow scripts
make -C /OpenROAD-flow-scripts/flow DESIGN_CONFIG=/design/flow/config.mk WORK_HOME=/design/flow/orfs finish
```
**design/flow/constraint.sdc**
```tcl
current_design instruction_memory_haz

set clk_period 1.0
set clk_io_pct 0.2

create_clock -name clk0 -period $clk_period

set non_clock_inputs [all_inputs -no_clocks]
set_input_delay [expr $clk_period * $clk_io_pct] -clock clk0 $non_clock_inputs
set_output_delay [expr $clk_period * $clk_io_pct] -clock clk0 [all_outputs]
```
**design/flow/design.v**
```verilog
module instruction_memory_haz(dataout,address,clock);
input[31:0] address;
output reg[31:0] dataout;
reg[31:0] SRAM[24:0];
input clock;
parameter R0 = 5'b0;
parameter R1 = 5'b01;
parameter R2 = 5'b10;
parameter R3 = 5'b11;
parameter R4 = 5'b100;
parameter R5 = 5'b101;
parameter R6 = 5'b110;
parameter NOP = 6'b0;
parameter ADD = 6'b1;
parameter SUB = 6'b10;
parameter STORE = 6'b11;
parameter LOAD= 6'b100;
parameter MOVE = 6'b101;
parameter SGE = 6'b110;
parameter SLE = 6'b111;
parameter SGT = 6'b1000;
parameter SLT = 6'b1001;
parameter SEQ = 6'b1010;
parameter SNE = 6'b1011;
parameter AND = 6'b1100;
parameter OR = 6'b1101;
parameter XOR= 6'b1110;
parameter NOT = 6'b1111;
parameter MOVEI = 6'b10000;
parameter SLI = 6'b10001;
parameter SRI = 6'b10010;
parameter ADDI = 6'b10011;
parameter SUBI = 6'b10100;
parameter JUMP = 6'b10101;
parameter BRA = 6'b10110;
parameter ADDF = 6'b10111;
parameter MULF = 6'b 11000;
initial 
begin
        SRAM[32'b00]  = {LOAD,R0,R1,16'b1100100};
	SRAM[32'b01]  = {NOP,26'b0};
        SRAM[32'b10]  = {SLI,R1,R2,16'b1};
        SRAM[32'b11]  = {ADD,R1,R2,R3,11'b0};
        SRAM[32'b100]  = {SRI,R1,R4,16'b101};
	SRAM[32'b101] = {BRA,R1,5'b1,16'b110};
        SRAM[32'b110] = {STORE,R2,R0,16'b11001000};
        SRAM[32'b111] = {ADDI,R3,R5,16'b1};
	SRAM[32'b1000] = {SUBI,R4,R6,16'b1};
        SRAM[32'b1001] = {JUMP,26'b1101};
	SRAM[32'b1010] = {NOP,26'b0};
	SRAM[32'b1011] = {SUBI,R3,R5,16'b1};
	SRAM[32'b1100] = {ADDI,R4,R6,16'b1};
	SRAM[32'b1101] = {STORE,R5,R0,16'b11001001};
	SRAM[32'b1110] = {STORE,R6,R0,16'b11001010};
end
always@(address)
begin
 dataout = SRAM[address];
end
endmodule
```
**design/flow/config.mk**
```make
export PLATFORM = sky130hd
export DESIGN_NAME = instruction_memory_haz
export DESIGN_NICKNAME = instruction_memory_haz
export VERILOG_FILES = /design/flow/design.v
export SDC_FILE = /design/flow/constraint.sdc
export NUM_CORES = 4
export LEC_CHECK = 1
export CORE_AREA = 10 10 70 70
export DIE_AREA = 0 0 80 80
```
==> metrics.cfg <==
[run_status]
run_status = finished, violations left
failed_checks = setup timing

[cells_and_area]
filler_cell_count = 332
postLayoutCoreUtil = 0.340
flop_area_um2 = 0
layout_sequential_cell_count = 0
area_growth_syn_to_layout_pct = 129
post-route-cell-area_um2 = 1160
num-clock-buffers = 0
finish.cell_count_without_fillers = 163
fraction_of_layout_cells_with_a_size_suffix_above_1 = 0.701

[timing]
timing.final.setup_violations = 18
fmax_mhz = 730
final_hold_violating_endpoints = 0
grt_setup_unrepaired = yes
final-max-slew-violation-count = 0
min_tclk_post_route_ns = 1.37
min_period_over_period = 1.37
worst_slack_ns = -0.369

[global_routing]
antenna_found_initial = 0
grt_pass1_wl_mm = 3.07
grt_max_degree = 15
first_global_vias = 641
global_route.overflow_total = 0
globalRouteTotalUtil = 0.0555

[detailed_routing]
drt_first_iter_violations = 34
drc = 0
first_pass_iters = 4
num_vias = 636
route.antenna.diode_count = 0
avgRoutedWirePerCell_um = 12.3
vias_per_cell = 3.90
drtAntennaViolNets = 0
routed_wirelength_mm = 2.00

[setup_path]
startpoint_type = input pin
cp-endpoint = dataout[21]
timing.critical_path.arrival_ns = 1.17
timing.critical_path.fanout_max = 4
required_ns = 0.80
crit_path_start = address[0]
setup.worst_path.class = input pin to output pin
end_kind = output pin

[yosys]
synth.cellmix.xorXnorShare = 0
yosys-stat-cells = 75
compound_area_frac = 0.260
yosysWarningCount = 1
cells_after_synth = 75
yosysTopAreaCellShare = 0.238
synth_sequential_area_ratio = 0
mux_share = 0.0446
synth_cell_type_count = 27
ys_chip_area_um2 = 505
topCellsByArea = sky130_fd_sc_hd__buf_4 (24%), sky130_fd_sc_hd__ha_1 (15%), sky130_fd_sc_hd__nand2b_1 (6.2%)
synthAdderAreaFrac = 0.149
synth_simple_gate_area_share = 0.223
synthesis.area_per_instance_um2 = 6.74
synth.logic.top_family = buffers and inverters
top_area_cell = sky130_fd_sc_hd__buf_4
synthesis.area_um2 = 505

[die]
core-area_um2 = 3420
die_h_um = 80
fp-utilization = 0.148
design.portCount = 65
floorplan.die_area_um2 = 6400
die_width_um = 80
std_cell_rows = 21

[hold_path]
hold_path_class = input pin to output pin

[placement]
place_area_um2 = 851
numPlacedInstances = 151
gpl.final_weighted_congestion = 0.757
place_hpwl_mm = 1.33
port_buffers = 23

[job]
max_cap_viol_count = 0
warning_count = 69

[power]
power.leakage_nw = 0.536
vdd.ir_drop.worst_mv = 0.0875
power_density_nw_per_um2 = 391

[clock_network]
cts_hold_buf = 0

## power by group
| part | internal (mW) | switching (mW) | total [mW] |
|---|---|---|---|
| Combinational | 0.271 | 0.182 | 0.454 |
| Clock | 0 | 0 | 0 |
| Sequential | 0 | 0 | 0 |
## area by class of cell
type	count	area, um2	share of cell area
Multi-Input combinational cell	63	582	0.502
Timing Repair Buffer	50	490	0.423
Tap cell	46	57.6	0.0496
Inverter	4	30.0	0.0259
## cells by family (layout without fill, tap and decap cells)
group	count (synthesis)	in the layout
simple gates	22	22
compound gates	21	21
mux	1	1
buf+inv	24	54
fa+ha+maj	6	6
other cells	1	13
## worst min path at each step
stage | startpoint | end | slack [ns] | cells after the start
6_report | address[2] | dataout[23] | 0.77 | 4
5_1_grt | address[2] | dataout[23] | 0.80 | 4
4_1_cts | address[2] | dataout[11] | 0.85 | 5
## cells in the mapped netlist
master / number
sky130_fd_sc_hd__nand3b_1: 1
sky130_fd_sc_hd__buf_2: 2
sky130_fd_sc_hd__nor2_1: 4
sky130_fd_sc_hd__ha_1: 6
sky130_fd_sc_hd__clkbuf_1: 1
sky130_fd_sc_hd__a21o_1: 1
sky130_fd_sc_hd__o2bb2ai_1: 1
sky130_fd_sc_hd__a31o_1: 1
sky130_fd_sc_hd__a211oi_1: 1
sky130_fd_sc_hd__nand2b_1: 5
sky130_fd_sc_hd__a21boi_1: 2
sky130_fd_sc_hd__conb_1: 1
sky130_fd_sc_hd__inv_1: 4
sky130_fd_sc_hd__nand2_1: 7
sky130_fd_sc_hd__a21oi_1: 6
sky130_fd_sc_hd__nand2_2: 1
sky130_fd_sc_hd__mux4_2: 1
sky130_fd_sc_hd__buf_6: 1
sky130_fd_sc_hd__o21ai_0: 1
sky130_fd_sc_hd__buf_4: 16
sky130_fd_sc_hd__nor2b_1: 1
sky130_fd_sc_hd__o32ai_1: 1
sky130_fd_sc_hd__o21a_1: 1
sky130_fd_sc_hd__o22ai_1: 2
sky130_fd_sc_hd__and2_1: 2
sky130_fd_sc_hd__nor3b_1: 1
sky130_fd_sc_hd__o21ai_1: 4
## metrics by stage
stage | hold slack (ns) | setup TNS [ns] | worst slack (ns) | total power, mW
after floorplan | 0.466 | -0.346 | -0.0928 | 0.171
after global placement | 1.43 | -18.96 | -1.13 | 0.331
after detailed placement | 1.43 | -19.18 | -1.14 | 0.329
after CTS | 0.851 | -5.43 | -0.430 | 0.404
after global routing | 0.798 | -4.31 | -0.397 | 0.497
final | 0.771 | -3.58 | -0.369 | 0.454
## metal layers
metal,share of wire,up-vias,GRT usage
met4,0.0095,0,0.00880
met5,0,-,0
met3,0.077,2,0.0148
met1,0.45,298,0.0748
met2,0.47,23,0.0875
li1,-,313,-
## what timing repair did
item	4_1_cts	5_1_grt
resized	108	34
pin swaps	13	13
buffers inserted	10	3
gates cloned	1	0
hold endpoints to repair	0	0
endpoints found under the setup margin	19	18
## worst max-delay path: stages
cell and delay, ns:
sky130_fd_sc_hd__buf_12 0.11, sky130_fd_sc_hd__buf_6 0.11, sky130_fd_sc_hd__ha_4 0.15, sky130_fd_sc_hd__mux4_2 0.46, sky130_fd_sc_hd__buf_2 0.13
## placed cells by master, fill, tap and decap left out, types with 3 or more instances in the layout
master	netlist	final
sky130_fd_sc_hd__o21ai_2	0	3
sky130_fd_sc_hd__nand2_1	7	4
sky130_fd_sc_hd__nand2b_4	0	3
sky130_fd_sc_hd__conb_1	1	13
sky130_fd_sc_hd__buf_12	0	4
sky130_fd_sc_hd__buf_6	1	17
sky130_fd_sc_hd__buf_4	16	9
sky130_fd_sc_hd__nand2_2	1	3
sky130_fd_sc_hd__clkbuf_2	0	3
sky130_fd_sc_hd__ha_4	0	6
sky130_fd_sc_hd__a21oi_1	6	3
sky130_fd_sc_hd__a21oi_2	0	3
sky130_fd_sc_hd__buf_2	2	12
Power figures rest on the tool's default switching activity, not on a simulated workload.
