==> design.v <==
module inst_memory(dataout,address,clock);
output [31:0]dataout;
input [31:0]address;
input clock;
reg [31:0]SRAM[24:0];
reg [31:0]dataout;
parameter RS1 = 5'b11;
parameter RS2 = 5'b1;
parameter RD = 5'b10;
parameter IMMVALUE = 16'b1;
parameter JUMPIMM = 26'b01;
parameter RSVALUE = 5'b11111;
parameter NOTUSED = 11'b0;
parameter NOP = 6'b0;
parameter ADD = 6'b1;
parameter SUB = 6'b10;
parameter STORE = 6'b11;
parameter LOAD= 6'b100;
parameter MOVE = 6'b101;
parameter SGE = 6'b110;
parameter SLE = 6'b111;
parameter SGT = 6'b1000;
parameter SLT = 6'b1001;
parameter SEQ = 6'b1010;
parameter SNE = 6'b1011;
parameter AND = 6'b1100;
parameter OR = 6'b1101;
parameter XOR= 6'b1110;
parameter NOT = 6'b1111;
parameter MOVEI = 6'b10000;
parameter SLI = 6'b10001;
parameter SRI = 6'b10010;
parameter ADDI = 6'b10011;
parameter SUBI = 6'b10100;
parameter JUMP = 6'b10101;
parameter BRA = 6'b10110;
parameter ADDF = 6'b10111;
parameter MULF = 6'b 11000;
initial
begin
 SRAM[32'b0]<= 32'b0;
 SRAM[32'b1]= {ADD,RS1,RS2,RD,NOTUSED};
 SRAM[32'b10]= {SUB,RS1,RS2,RD,NOTUSED};
 SRAM[32'b11]= {STORE,RS1,RD,IMMVALUE};
 SRAM[32'b100]= {LOAD,RS1,RD,IMMVALUE};
 SRAM[32'b101]= {MOVE,RS1,RD,NOTUSED};
 SRAM[32'b110]= {SGE,RS1,RS2,RD,NOTUSED}; 
 SRAM[32'b111]= {SLE,RS1,RS2,RD,NOTUSED};
SRAM[32'b1000]= {SGT,RS1,RS2,RD,NOTUSED};
SRAM[32'b1001]= {SLT,RS1,RS2,RD,NOTUSED};
SRAM[32'b1010]= {SEQ,RS1,RS2,RD,NOTUSED};
SRAM[32'b1011]= {SNE,RS1,RS2,RD,NOTUSED};
SRAM[32'b1100]= {AND,RS1,RS2,RD,NOTUSED};
SRAM[32'b1101]= {OR,RS1,RS2,RD,NOTUSED};
SRAM[32'b1110]= {XOR,RS1,RS2,RD,NOTUSED};
SRAM[32'b1111]= {NOT,RS1,RD,16'b0};  
SRAM[32'b10000]={MOVEI,5'b0,RD,IMMVALUE};  
SRAM[32'b10001]={SLI,RS1,RD,IMMVALUE}; 
SRAM[32'b10010]= {SRI,RS1,RD,IMMVALUE}; 
SRAM[32'b10011] = {ADDI,RS1,RD,IMMVALUE}; 
SRAM[32'b10100]= {SUBI,RS1,RD,IMMVALUE}; 
SRAM[32'b10101]=  {JUMP,JUMPIMM}; 
SRAM[32'b10110]= {BRA,RS1,RSVALUE,IMMVALUE}; 
end
always@(address)
begin
 dataout = SRAM[address];
end
endmodule
==> run.sh <==
#!/bin/bash
# OpenROAD 26Q1-2900-gdf79404cd8, Yosys 0.63+post, stock flow scripts
make -C /OpenROAD-flow-scripts/flow DESIGN_CONFIG=/design/flow/config.mk WORK_HOME=/design/flow/orfs finish
==> config.mk <==
export PLATFORM = sky130hd
export DESIGN_NAME = inst_memory
export DESIGN_NICKNAME = inst_memory
export VERILOG_FILES = /design/flow/design.v
export SDC_FILE = /design/flow/constraint.sdc
export NUM_CORES = 4
export LEC_CHECK = 1
export CORE_AREA = 10 10 70 70
export DIE_AREA = 0 0 80 80
==> constraint.sdc <==
current_design inst_memory

set clk_period 1.7
set clk_io_pct 0.2

create_clock -name clk0 -period $clk_period

set non_clock_inputs [all_inputs -no_clocks]
set_input_delay [expr $clk_period * $clk_io_pct] -clock clk0 $non_clock_inputs
set_output_delay [expr $clk_period * $clk_io_pct] -clock clk0 [all_outputs]
==> GITHUB_STEP_SUMMARY <==
### Flow metrics

| Metric | Value |
|---|---|
| Outcome | `finished clean` |
| Crit path largest cell delay | `0.23 ns` |
| Max stage delay cell, worst path | `dlygate4sd2_1` |
| Critical Path End | `dataout[17]` |
| Critical path cell sequence | `buf_6 > buf_6 > ha_4 > buf_4 > mux2i_2 > a21boi_2 > dlygate4sd2_1` |
| CP startpoint | `address[1]` |
| Cell count after synthesis | `62` |
| Final Cycle Share | `96.9%` |
| Yosys stat chip area | `464 um2` |
| Via count | `439` |
| Vias in the first global route | `460` |
| Fin worst setup slack | `0.0524 ns` |
| WL final | `1.33 mm` |
| DR iter-0 viols | `14` |
| Antenna cells | `0` |
| Via density | `3.23` |
| Log Warnings | `65` |
| Clock buffer count | `0` |
| Wire per inst | `9.79 um` |
| Largest net degree at the start of global routing | `9` |
| Pre-CTS setup slack | `-0.701 ns` |
| Num sequential | `0` |
| Slew Viols, Final | `0` |
| Crit-path max FO | `4` |
| Pwr dens | `188 mW/mm2` |
| Unique masters post-synth | `23` |
| Placed cell area | `707 um2` |
| Hold buffer count at cts | `0` |
| Crit Path Class | `input port to output port` |
| Total GRT Usage | `3.58%` |
| Yosys warns | `1` |
| CP Capture Type | `output port` |
| Post-Route Utilization | `22.0%` |
| IO Pins | `65` |
| Layout cell share with drive strength beyond 1 | `40.0%` |
| Startpoint Class | `input port` |
| Die width | `80 um` |
| Number of fillers in the final layout | `384` |
| Worst VDD drop | `30.0 uV` |
| Area grow syn2layout | `61.7%` |
| CP required | `1.36 ns` |
| Detailed Routing Iterations Pass 1 | `2` |
| Final min period | `1.65 ns` |
| Hold Slack | `1.03 ns` |
| First-pass GRT wire length | `1.99 mm` |
| Mean Syn Cell Area | `7.49 um2` |
| Post-DP HPWL | `1.19 mm` |
| Storage element area | `0 um2` |
| Post-synthesis sequential area ratio | `0%` |
| Most used cell, CP | `buf_6` |
| DRC violations left | `0` |
| RSZ-0062 raised after global routing | `false` |
| Port bufs | `20` |
| Row count | `21` |
| Critical path arrival | `1.31 ns` |
| Hold Violations, Final | `0` |
| Final setup viols | `0` |
| Hold WC Path Type | `input port to output port` |
| FP Util | `13.6%` |
| GP Congestion | `0.789` |
| Die area | `0.00640 mm2` |
| Synthesized cell area | `464 um2` |
| Fmax | `0.607 GHz` |
| Final instance area | `751 um2` |
| Routed Antenna Nets | `0` |
| Die height | `80 um` |
| # Cells Yosys | `62` |
| Setup TNS | `0 ns` |
| Max cap viols | `0` |
| Core area | `0.00342 mm2` |
| Leakage | `0.362 nW` |
| Initial antenna violation count | `0` |
| Grt total ovfl | `0` |
-- cell families after synthesis --
logic type,share of synthesized area [%]
multiplexers,6.47
other,0.808
AND-OR/OR-AND,14.6
buffers and inverters,41.2
AND/OR/NAND/NOR,23.5
adder cells (fa/ha/maj),13.5
-- worst min-delay path by stage --
stage	startpoint	to	slack [ns]	depth (start not counted)
CTS	address[4]	dataout[12]	1.08	4
finish	address[4]	dataout[12]	1.03	4
global route	address[4]	dataout[12]	1.07	4
-- Yosys cell counts (all sizes together) --
cell | n | area share (%)
buf | 23 | 39
ha | 5 | 13
nor2 | 4 | 3.2
a21oi | 3 | 4.0
and3 | 3 | 4.0
inv | 3 | 2.4
mux2i | 3 | 6.5
nor2b | 3 | 4.0
a21boi | 2 | 4.0
nand2 | 2 | 1.6
nand2b | 2 | 4.3
nor3 | 2 | 3.2
o21ai | 2 | 2.2
a211oi | 1 | 2.7
and2 | 1 | 1.3
conb | 1 | 0.81
nand3b | 1 | 1.6
o21bai | 1 | 1.6
-- worst max-delay path, delay by kind of cell --
| family | cells | cell delay, ns |
|---|---|---|
| AOI/OAI and AO/OA | 1 | 0.07 |
| adders and majority gates | 1 | 0.15 |
| buffers and inverters | 4 | 0.58 |
| muxes | 1 | 0.17 |
-- routing by layer --
| metal | wire length [um] | vias to the layer above | global-route usage [%] |
|---|---|---|---|
| met5 | 0 | - | 0 |
| met4 | 0 | 0 | 0 |
| met3 | 81 | 0 | 0.455 |
| met2 | 704 | 17 | 6.98 |
| met1 | 546 | 200 | 4.22 |
| li1 | - | 222 | - |
-- metrics by stage --
step                      power (mW)  cells
after floorplan               0.0805     78
after global placement         0.142    135
after detailed placement       0.141    135
after CTS                      0.144    138
after global routing           0.158    136
final                          0.141    136
-- area by class of cell --
class              instances  area, um2  share of cell area, %
inverters                  3       13.8                   1.83
repair buffers            35        302                   40.2
multi-input cells         52        378                   50.3
well taps                 46       57.6                   7.67
-- power by group --
group / leakage (nW) / total, mW / switching (mW) / internal [mW]
Combinational: 0.362 / 0.141 / 0.0546 / 0.0864
Clock: 0 / 0 / 0 / 0
Sequential: 0 / 0 / 0 / 0
-- timing repair --
item | CTS | global route
setup buffers | 3 | 0
pin swaps | 3 | 2
gates resized | 52 | 5
setup endpoints to repair | 15 | 7
-- placed cells by master (no fill, tap or decap), types with 3 or more instances in the layout --
cell	instances
dlygate4sd2_1	7
buf_4	13
clkdlybuf4s50_1	6
nor2_1	3
conb_1	17
buf_6	6
buf_2	3
No activity file was given, so power comes from the tool's default toggle rates.
