[design/flow/config.mk]
export PLATFORM = sky130hd
export DESIGN_NAME = DataMemory
export DESIGN_NICKNAME = DataMemory
export VERILOG_FILES = /design/flow/design.v
export SDC_FILE = /design/flow/constraint.sdc
export NUM_CORES = 4
export LEC_CHECK = 1
export CORE_UTILIZATION = 50
[design/flow/constraint.sdc]
current_design DataMemory

set clk_period 6.7
set clk_io_pct 0.2

create_clock -name clk0 -period $clk_period [get_ports {clock}]

set non_clock_inputs [all_inputs -no_clocks]
set_input_delay [expr $clk_period * $clk_io_pct] -clock clk0 $non_clock_inputs
set_output_delay [expr $clk_period * $clk_io_pct] -clock clk0 [all_outputs]
[design/flow/design.v]
module DataMemory(dataout,datain,addressin,OPC,WEA,clock);
output [31:0]dataout;
input [31:0]datain;
input [31:0]addressin;
input  [5:0]OPC;
input WEA,clock;
reg [31:0]SRAM[7:0];
reg [31:0]dataout;
parameter LOAD= 6'b100;
integer i;
initial
begin
for (i =0 ; i<7 ;i=i+1) 
SRAM[i] <= i+32'b001;  
end
always@(posedge clock)
begin
if(WEA==1)
begin
SRAM[addressin]<=datain;  
end
if (OPC == LOAD && WEA==0)
begin
dataout<=SRAM[addressin];  
end
end
endmodule
[design/flow/run.sh]
#!/bin/bash
# OpenROAD 26Q1-2900-gdf79404cd8, Yosys 0.63+post, stock flow scripts
make -C /OpenROAD-flow-scripts/flow DESIGN_CONFIG=/design/flow/config.mk WORK_HOME=/design/flow/orfs finish
==> metrics.cfg <==
[outcome]
outcome=completed

[floorplanning]
top_level_ports=104
rows=53
core_area_um2=21200
initCoreUtil_pct=51.2
die_height_um=149
dieArea_um2=22300
die_x_um=149

[grt]
grt_max_degree=47
grt_pass1_wl_mm=31.8
grt_pass1_vias=5760
antenna_found_initial=1
grt.total_usage_pct=21.8
gr-total-overflow=0

[synth]
topCombFamilyByArea=multiplexers
synth-compound-area-share_pct=5.17
yosys_cells=567
synthDistinctLibCells=30
ys_sh_mux_pct=10.4
syn_area_um2=10800
synth_area_per_cell_um2=19.1
ys_ff=288
xor_share_pct=0
syn_inst=567
synth-simple-area-share_pct=2.87
synth_chip_area_um2=10800
ys.warnings.count=1
ys_seq_share_pct=79.8
ys_sh_adder_pct=0

[placed_design]
hpwl_mm=10.8
place.gp.congestion=0.778
port_buffers=74
dp_cells=901

[clock_network]
cts_resized=0
hold_buffers=0
clkTransAtPathRegs_ns=0.06
clock_path_buffers=3
cts.sinks=288
cts_tree=yes
cts_root_buf=clkbuf_16
insertion_delay_ns=0.53
cts_made_buffers=29
post_cts_buffers=0
cts.htree.levels=1

[drt]
vias_per_cell=5.65
drt_iter0_drc=213
wirelength_mm=20.6
final_antenna_net_count=0
drcViolationCount=0
post_drt_wl_per_cell_um=21.6
num_vias=5389
dr.pass1.iters=4
antenna_cells=0

[timing]
hold_violations=0
setup_violations=0
finalCriticalPeriod_ns=3.54
rsz0062_at_grt=no
slew_violations=0
setup-tns-final_ns=0
relSlewSlack_pct=47.4
fmax_mhz=283
fin_skew_ns=0.00710
worstMarginPinSlew_ns=0.787
fin_crit_sh_pct=52.8

[critical_path]
cp-start-kind=primary input
endpoint_kind=register
worst-path-max-fanout=40
crit_required_ns=6.89
cp_cell_sequence=buf_4 > nor2b_4 > and2_2 > buf_4
path_buffers=2
cp_top_family=simple AND/OR/NAND/NOR gates
critPathMaxStageDelay_ns=0.74
path_common_cell=buf_4
worstSetupPathType=in -> reg
cp.arrival_ns=3.73
cpMaxStageDelayCell=nor2b_4

[power]
ir_worst_vdd_v=0.000213
pwr_density_cell_nw_per_um2=295
power.total_w=0.00378
leakage_nw=4.22

[cells_and_area]
final_util_pct=60.5
fin_cells=954
fill_cells=1459
drive_gt1_share_pct=17.8
areaGrowthSynthToFinish_pct=18.2
logic_area_um2=2040
seq_area_um2=8650

[flow_run]
maxCapViolCount=0
warning_count=54

[min_path]
hp-class=reg -> reg

## final timing paths
check	start	to	slack, ns	depth (start not counted)
min reg2reg	SRAM[5][0]	dataout[0]	0.54	2
max reg2reg	SRAM[5][24]	dataout[24]	5.29	2
min	SRAM[5][0]	dataout[0]	0.54	2
max	addressin[0]	SRAM[1][28]	3.16	4
## synthesized netlist by cell type
library cell | count | share of area [%]
o211ai_1 | 1 | 0.069
o21ai_1 | 1 | 0.046
a211oi_1 | 19 | 1.3
o21ai_0 | 25 | 1.2
nor4_1 | 1 | 0.058
mux4_2 | 9 | 1.9
mux2i_1 | 47 | 4.3
nor3b_1 | 2 | 0.14
a22oi_1 | 26 | 1.8
and3_1 | 2 | 0.12
mux2_2 | 38 | 3.9
nand2_1 | 6 | 0.21
buf_2 | 9 | 0.42
a221oi_1 | 6 | 0.48
buf_1 | 1 | 0.035
a21oi_1 | 3 | 0.14
nor2b_1 | 4 | 0.23
clkbuf_1 | 10 | 0.35
nor2b_4 | 1 | 0.13
buf_12 | 1 | 0.18
and2_1 | 2 | 0.12
or4b_2 | 1 | 0.092
mux4_1 | 1 | 0.24
o22a_1 | 1 | 0.081
buf_6 | 2 | 0.21
o2bb2ai_1 | 1 | 0.081
nor2_1 | 50 | 1.7
buf_4 | 8 | 0.55
edfxtp_1 | 288 | 80
or2_0 | 1 | 0.058
## placed cells by master, fill, tap and decap left out, types with 3 or more instances in the layout
master / netlist / layout
a211oi_1: 19 / 19
a21oi_1: 3 / 3
a221oi_1: 6 / 6
a22oi_1: 26 / 26
buf_4: 8 / 17
bufinv_16: 0 / 3
clkbuf_16: 0 / 29
clkdlybuf4s50_1: 0 / 71
clkinv_1: 0 / 7
clkinv_2: 0 / 7
clkinvlp_4: 0 / 4
edfxtp_1: 288 / 288
mux2_2: 38 / 38
mux2i_1: 47 / 47
mux4_2: 9 / 9
nand2_1: 6 / 6
nor2_1: 50 / 47
nor2_4: 0 / 3
nor2b_1: 4 / 3
o21ai_0: 25 / 25
## final cells by class
class | count | share of cell area (%)
clock buffer | 31 | 5.72
multi-input combinational | 248 | 16.0
tap | 275 | 2.69
clock inverter | 22 | 1.48
timing repair buffer | 90 | 6.62
sequential | 288 | 67.5
## kinds of logic after synthesis
| group | count (synthesis) |
|---|---|
| buffers and inverters | 31 |
| AND/OR/NAND/NOR | 70 |
| flip-flops | 288 |
| AND-OR/OR-AND | 83 |
| multiplexers | 95 |
## registers in the layout (all words and copies together) (netlist names)
signal and count:
SRAM 256, dataout 32
## power by group
group          internal (W)  leakage (nW)  switching [W]
logic             0.0000770          1.14       0.000109
registers           0.00204          2.63      0.0000102
clock network      0.000904         0.446       0.000634
## tightest hold or removal path: stages (launching register included)
cell and delay, ns:
edfxtp_1 0.32, a211oi_1 0.06, o21ai_0 0.06
## stage by stage
step                      worst slack, ns  hold WS [ns]  cell area, um^2
after floorplan                      1.12         0.514            10800
after global placement               2.59         0.527            11900
after detailed placement             2.57         0.534            11900
after CTS                            3.12         0.549            12800
after global routing                 3.00         0.587            12800
final                                3.16         0.539            12800
## layer usage
| layer | up-vias | global-route usage, % | routed length (um) |
|---|---|---|---|
| li1 | 2451 | - | - |
| met1 | 2603 | 32.6 | 7730 |
| met2 | 305 | 31.7 | 9890 |
| met3 | 28 | 13.3 | 2710 |
| met4 | 2 | 2.76 | 280 |
| met5 | - | 0 | 9 |
Power is estimated from default activity; no workload was simulated.
